### flow/config.mk
export PLATFORM = sky130hd
export DESIGN_NAME = UnaryRootTwo
export DESIGN_NICKNAME = UnaryRootTwo
export VERILOG_FILES = /design/flow/design.v
export SDC_FILE = /design/flow/constraint.sdc
export NUM_CORES = 4
export LEC_CHECK = 1
export CORE_UTILIZATION = 40
### flow/constraint.sdc
current_design UnaryRootTwo

set clk_period 6.5
set clk_io_pct 0.2

create_clock -name clk0 -period $clk_period [get_ports {clk}]

set non_clock_inputs [all_inputs -no_clocks]
set_input_delay [expr $clk_period * $clk_io_pct] -clock clk0 $non_clock_inputs
set_output_delay [expr $clk_period * $clk_io_pct] -clock clk0 [all_outputs]
### flow/design.v
module UnaryRootTwo
#(
    parameter INPUT_WIDTH = 32,
    parameter COUNT_WIDTH = $clog2(INPUT_WIDTH + 1),
    parameter EPSILON = 0
)
(
    input logic a,
    input logic ready,
    input logic clk,
    input logic reset,
    output logic valid,
    output logic y
);
    logic [(COUNT_WIDTH - 1):0] a_ones;
    logic [(COUNT_WIDTH - 1):0] y_ones;
    logic [(COUNT_WIDTH - 1):0] a_count;
    logic [(COUNT_WIDTH - 1):0] a_root_count;    
    logic [(COUNT_WIDTH - 1):0] y_count;
    logic [(COUNT_WIDTH - 1):0] a_upper_ones;
    logic [(COUNT_WIDTH - 1):0] a_lower_ones;
    logic [(COUNT_WIDTH - 1):0] a_root_upper_ones;
    logic [(COUNT_WIDTH - 1):0] a_root_lower_ones;
    logic [COUNT_WIDTH:0] a_pred_count; 
    logic [COUNT_WIDTH:0] a_pred_count_p1; 
    logic [COUNT_WIDTH:0] a_pred_upper_ones;
    logic [COUNT_WIDTH:0] a_pred_lower_ones;
    logic [COUNT_WIDTH:0] a_pred_upper_ones_p1;
    logic [COUNT_WIDTH:0] a_pred_lower_ones_p1;
    logic [COUNT_WIDTH:0] y_upper_ones;
    logic [COUNT_WIDTH:0] y_lower_ones;
    logic [COUNT_WIDTH:0] y_midpoint_ones;
    logic [COUNT_WIDTH:0] y_ones_p_epsilon;
    logic [COUNT_WIDTH:0] y_ones_m_epsilon;
    logic [COUNT_WIDTH:0] y_distance_upper;
    logic [COUNT_WIDTH:0] y_distance_lower;
    always_comb begin
        a_upper_ones = INPUT_WIDTH - a_count + a_ones;
        a_lower_ones = a_ones;
        a_pred_upper_ones = a_root_upper_ones * a_root_upper_ones;
        a_pred_upper_ones_p1 = (a_root_upper_ones + 1'b1) * (a_root_upper_ones + 1'b1);
        a_pred_lower_ones = a_root_lower_ones * a_root_lower_ones;
        a_pred_lower_ones_p1 = (a_root_lower_ones + 1'b1) * (a_root_upper_ones + 1'b1);
        a_pred_count = a_root_count * a_root_count;
        a_pred_count_p1 = (a_root_count + 1'b1) * (a_root_count + 1'b1);
        y_upper_ones = (a_root_upper_ones * a_root_count) << 1'b1;
        y_lower_ones = (a_root_lower_ones * a_root_count) << 1'b1;
        y_midpoint_ones = (INPUT_WIDTH - y_count + (y_ones << 1'b1));
        y_ones_p_epsilon = y_midpoint_ones + EPSILON >= (INPUT_WIDTH << 1'b1) ? (INPUT_WIDTH << 1'b1) : y_midpoint_ones + EPSILON;
        y_ones_m_epsilon = EPSILON >= y_midpoint_ones ? 0 : y_midpoint_ones - EPSILON;
        y_distance_upper = y_upper_ones - y_midpoint_ones;
        y_distance_lower = y_midpoint_ones - y_lower_ones;
    end
    always_ff @(posedge clk or negedge reset) begin
        if (!reset) begin
            a_ones <= 0;
            a_root_upper_ones <= 0;
            a_root_lower_ones <= 0;
            y_ones <= 0;
            a_count <= 0;
            a_root_count <= 0;
            y_count <= 0;
            y <= 0;
            valid <= 0;
        end else begin
            if (y_count == INPUT_WIDTH) begin
                y <= 1'b0;
                valid <= 1'b0;
            end else begin
                if (ready) begin
                    a_ones <= a_ones + a;
                    a_count <= a_count + 1'b1;
                end
                if (|a_count) begin
                    if (a_lower_ones >= a_pred_lower_ones_p1) begin
                        a_root_lower_ones <= a_root_lower_ones + 1'b1;
                    end
                    if (a_upper_ones >= a_pred_upper_ones_p1) begin
                        a_root_upper_ones <= a_root_upper_ones + 1'b1;
                    end
                    if (a_count >= a_pred_count_p1) begin
                        a_root_count <= a_root_count + 1'b1;
                    end
                    if (y_midpoint_ones <= y_lower_ones) begin
                        y <= 1'b1;
                        y_ones <= y_ones + 1'b1;
                        valid <= 1'b1;
                        y_count <= y_count + 1'b1;
                    end else if (y_midpoint_ones >= y_upper_ones) begin
                        y <= 1'b0;
                        valid <= 1'b1;
                        y_count <= y_count + 1'b1; 
                    end else if (y_ones_m_epsilon <= y_lower_ones && y_ones_p_epsilon < y_upper_ones) begin
                        y <= 1'b1;
                        y_ones <= y_ones + 1'b1;
                        valid <= 1'b1;
                        y_count <= y_count + 1'b1;
                    end else if (y_ones_p_epsilon >= y_upper_ones && y_ones_m_epsilon > y_lower_ones) begin
                        y <= 1'b0;
                        valid <= 1'b1;
                        y_count <= y_count + 1'b1;
                    end else if (y_ones_m_epsilon <= y_lower_ones && y_ones_p_epsilon >= y_upper_ones && y_distance_lower <= y_distance_upper) begin
                        y <= 1'b1;
                        y_ones <= y_ones + 1'b1;
                        valid <= 1'b1;
                        y_count <= y_count + 1'b1;
                    end else if (y_ones_m_epsilon <= y_lower_ones && y_ones_p_epsilon >= y_upper_ones && y_distance_lower >= y_distance_upper) begin
                        y <= 1'b0;
                        valid <= 1'b1;
                        y_count <= y_count + 1'b1;
                    end else begin
                        valid <= 1'b0;
                    end
                end
            end
        end
    end
endmodule
### flow/run.sh
#!/bin/bash
# OpenROAD 26Q1-2900-gdf79404cd8, Yosys 0.63+post, stock flow scripts
make -C /OpenROAD-flow-scripts/flow DESIGN_CONFIG=/design/flow/config.mk WORK_HOME=/design/flow/orfs finish
==> run_results.csv <==
group,metric,value,unit
placed_design,gp_congestion,0.880,
timing,tightest_slew,0.788,ns
global_routing,track_usage,16.7,%
yosys,syn_area,0.00628,mm2
die,core,0.0153,mm2
yosys,area_leaders,"ha_1 24%, dfrtp_1 18%, xnor2_1 8.6%, fa_1 8.3%, inv_1 4.8%",
yosys,synth.top_cell.area_share,24.1,%
finish,synthToLayoutAreaGrowth,6.56,%
yosys,synth_chip_area,0.00628,mm2
timing,finalClockPeriodUsage,86.3,%
global_routing,grt-ovfl-total,0,
clock_network,worstSkewPairLatency,0.29,ns
status,status,"complete, no violations",
drt,wire_per_inst,13.4,um
die,dieArea,0.0162,mm2
yosys,yosysWarnings,1,
setup_path,critPathKind,"reg -> reg",
setup_path,worstPathCellList,"nand2_1 -> fa_1 -> inv_1 -> ha_1 -> fa_1 -> fa_1 -> xor2_1 -> xnor2_1 -> xnor2_1 -> xnor2_1 -> ha_1 -> xnor2_1 -> ha_1 -> o21ai_0 -> a21oi_1 -> o221ai_1 -> a31oi_1 -> nor3_2 -> nand2_1 -> mux2_1",
yosys,synth-seq-cells,44,
clock_network,clockRootBuffer,"clkbuf_16",
finish,post-route-util,43.9,%
clock_network,postCtsSetupRepairBufs,0,
job,drv_cap,0,
die,die_h,127,um
die,fp-utilization,41.2,%
clock_network,cts.path.max_buffers,2,
finish,mi_logic_area,0.00477,mm2
timing,slew_headroom,47.3,%
placed_design,dpl.hpwl,9930,um
setup_path,crit_path_max_fanout,19,
placed_design,portBuffers,5,
global_routing,grt_first_pass_wirelength,21300,um
drt,remaining_drc_errors,0,
die,fp-row-count,45,
setup_path,cp_slowest_stage_delay,0.69,ns
yosys,yosys_most_used_dff,"dfrtp_1",
timing,setup_violations,0,
die,die_w,127,um
yosys,yosysCellCount,700,
drt,wl,12200,um
global_routing,grt_pass1_vias,4406,
drt,firstDrtPassIters,5,
timing,fin_skew,0.00947,ns
timing,rsz0062_at_grt,"no",
clock_network,cts_inserted_buffers,5,
drt,via_count,4483,
timing,finalMaxSlewViolations,0,
drt,dr.first_iter.drc_count,245,
finish,nFillCells,1437,
setup_path,slowest_stage,"dfrtp_1",
hold_path,holdCritPathClass,"reg -> reg",
yosys,syn_inst,700,
drt,avgViaCountPerCell,4.94,
finish,final_layout_size_suffix_gt1_share,5.75,%
yosys,yosys.area.top_type,"ha_1",
setup_path,cp-end-kind,"flip-flop",
job,warnings,32,
global_routing,antenna_found_initial,0,
yosys,postSynthSeqShare,17.5,%
setup_path,critPathArrivalTime,5.78,ns
clock_network,cts_tree,"yes",
timing,fin_crit,5.61,ns
timing,tns,0,ns
clock_network,cts_num_sinks,44,
drt,diodes,0,
clock_network,cts_hold_buf,0,
drt,drtAntennaViolNets,0,
yosys,synth-edff-count,0,
global_routing,grt_max_degree,45,
die,io_pins,6,
yosys,syn_avg_cell_area,8.97,um2
clock_network,cts_max_level,2,
setup_path,path_buffers,1,
setup_path,critPathTopFamily,"adder cells",
timing,fmaxAchievable,178,MHz
finish,regArea,0.00110,mm2
setup_path,critPathRequiredTime,6.67,ns
clock_network,cts.clk_slew.worst_paths,0.06,ns
yosys,ys_types,62,
setup_path,cp_common_cell,"xnor2_1",
timing,hold_viol,0,
setup_path,start_kind,"flip-flop",
yosys,async_flop_share,100,%
clock_network,cts-resized-gates,0,
[kinds of logic after synthesis]
kind of cell	Yosys count	synth area share, %
flip-flops	44	17.5
XOR/XNOR	104	16.3
AND/OR/NAND/NOR	201	16.0
AND-OR/OR-AND	92	10.0
buffers and inverters	105	6.54
multiplexers	7	1.22
adder cells (fa/ha/maj)	147	32.4
[routing by layer]
metal,vias up,routed length (um),track usage [%]
li1,2327,-,-
met2,72,5350,25.6
met3,13,405,1.83
met1,2071,6220,26.5
met5,-,0,0
met4,0,204,2.24
[cells in the mapped netlist (14+ instances only)]
master / count
nor2_1: 40
dfrtp_1: 44
xnor2_1: 62
a21o_1: 24
and2_1: 18
inv_1: 81
xor2_1: 33
fa_1: 26
nand2_1: 60
a21oi_1: 23
ha_1: 121
nand3_1: 14
[flip-flops by register name, indices dropped and copies added (netlist names)]
register	cells
a_count	6
a_ones	6
a_root_count	6
a_root_lower_ones	6
a_root_upper_ones	6
valid	1
y	1
y_count	6
y_ones	6
[worst register-to-register path, stage by stage (launching register included)]
cell      delay, ns
dfrtp_1        0.69
nand2_1        0.15
fa_1           0.51
inv_1          0.04
ha_1           0.30
fa_1           0.51
fa_1           0.44
xor2_1         0.18
xnor2_1        0.13
xnor2_1        0.14
xnor2_1        0.30
ha_1           0.33
xnor2_1        0.15
ha_1           0.31
o21ai_0        0.07
a21oi_1        0.06
o221ai_1       0.19
a31oi_1        0.13
nor3_2         0.37
nand2_1        0.17
mux2_1         0.34
[final timing paths]
kind	startpoint	endpoint	slack [ns]	cells after the start
min in group asynchronous	reset	a_root_lower_ones[0]$_DFFE_PN0P_	1.08	2
worst min-delay path	y_ones[4]$_DFFE_PN0P_	y_ones[4]$_DFFE_PN0P_	0.52	1
worst max-delay path	a_root_count[0]$_DFFE_PN0P_	y_ones[1]$_DFFE_PN0P_	0.89	20
max in group asynchronous	reset	y_count[0]$_DFFE_PN0P_	5.02	2
worst max register to register	a_root_count[0]$_DFFE_PN0P_	y_ones[1]$_DFFE_PN0P_	0.89	20
worst min register to register	y_ones[4]$_DFFE_PN0P_	y_ones[4]$_DFFE_PN0P_	0.52	1
[placed cells by master (no fill, tap or decap), types with 3 or more instances in the layout]
master           netlist  final
ha_1                 121    121
dfrtp_1               44     44
and4_1                 3      3
nor3_1                 6      6
clkbuf_16              0      5
nand3_1               14     14
buf_4                  1      3
a21oi_1               23     23
a21o_1                24     24
o21ai_1                3      3
xor2_1                33     33
xnor2_1               62     62
nand4_1               10     10
or2_2                  8      8
o21bai_1               4      4
nand2b_1               5      5
o211ai_1               3      3
clkdlybuf4s50_1        0      4
inv_1                 81     81
and2_1                18     18
nand2_1               60     60
xnor3_1                5      5
mux2_1                 3      3
o21a_1                 3      3
nor2b_1               13     13
and3_1                 9      9
or3_1                  6      6
fa_1                  26     26
a31oi_1                5      5
nor2_1                40     40
o21ai_0               11     11
[metrics by stage]
stage	hold WS (ns)	instance area [um2]	cells	setup slack, ns
floorplan	0.460	6280	700	1.23
global placement	0.494	6520	899	0.993
detailed placement	0.501	6520	899	0.905
CTS	0.515	6690	907	0.895
global route	0.546	6690	907	0.512
finish	0.516	6690	907	0.889
[layout make-up]
class                           count  area share [%]
Timing Repair Buffer                8            1.01
Inverter                           85            4.77
Sequential cell                    44            16.5
Tap cell                          211            3.95
Clock buffer                        5            1.87
Multi-Input combinational cell    551            71.3
Clock inverter                      3           0.692

## design/flow/run.sh

```bash
#!/bin/bash
# OpenROAD 26Q1-2900-gdf79404cd8, Yosys 0.63+post, stock flow scripts
make -C /OpenROAD-flow-scripts/flow DESIGN_CONFIG=/design/flow/config.mk WORK_HOME=/design/flow/orfs finish
```

## design/flow/constraint.sdc

```tcl
current_design UnaryMultiplyTwo

set clk_period 5.1
set clk_io_pct 0.2

create_clock -name clk0 -period $clk_period [get_ports {clk}]

set non_clock_inputs [all_inputs -no_clocks]
set_input_delay [expr $clk_period * $clk_io_pct] -clock clk0 $non_clock_inputs
set_output_delay [expr $clk_period * $clk_io_pct] -clock clk0 [all_outputs]
```

## design/flow/design.v

```verilog
module UnaryMultiplyTwo 
#(
    parameter INPUT_WIDTH = 32,
    parameter COUNT_WIDTH = $clog2(INPUT_WIDTH + 1),
    parameter EPSILON = 0
)
(
    input logic a,
    input logic ready,
    input logic clk,
    input logic reset,
    output logic valid,
    output logic y
);
    logic [(COUNT_WIDTH - 1):0] a_ones;
    logic [(COUNT_WIDTH - 1):0] y_ones;
    logic [(COUNT_WIDTH - 1):0] a_count;
    logic [(COUNT_WIDTH - 1):0] y_count;
    logic [(COUNT_WIDTH - 1):0] a_upper_ones;
    logic [(COUNT_WIDTH - 1):0] a_lower_ones;
    logic [COUNT_WIDTH:0] y_upper_ones;
    logic [COUNT_WIDTH:0] y_lower_ones;
    logic [COUNT_WIDTH:0] y_midpoint_ones;
    logic [COUNT_WIDTH:0] y_ones_p_epsilon;
    logic [COUNT_WIDTH:0] y_ones_m_epsilon;
    logic [COUNT_WIDTH:0] y_distance_upper;
    logic [COUNT_WIDTH:0] y_distance_lower;
    logic [(COUNT_WIDTH + 1):0] y_prod_upper_ones;
    logic [(COUNT_WIDTH + 1):0] y_prod_lower_ones;
    logic [1:0] y_over_upper_ones;
    logic [1:0] y_over_lower_ones;
    always_comb begin
        a_upper_ones = INPUT_WIDTH - a_count + a_ones;
        a_lower_ones = a_ones;
        y_prod_upper_ones = (a_upper_ones) << 2'b10;
        y_prod_lower_ones = (a_lower_ones) << 2'b10;
        y_over_upper_ones = y_prod_upper_ones >> COUNT_WIDTH;
        y_over_lower_ones = y_prod_lower_ones >> COUNT_WIDTH;
        y_upper_ones = |y_over_upper_ones ? (INPUT_WIDTH << 1'b1) : y_prod_upper_ones;
        y_lower_ones = |y_over_lower_ones ? (INPUT_WIDTH << 1'b1) : y_prod_lower_ones;
        y_midpoint_ones = (INPUT_WIDTH - y_count + (y_ones << 1'b1));
        y_ones_p_epsilon = y_midpoint_ones + EPSILON >= (INPUT_WIDTH << 1'b1) ? (INPUT_WIDTH << 1'b1) : y_midpoint_ones + EPSILON;
        y_ones_m_epsilon = EPSILON >= y_midpoint_ones ? 0 : y_midpoint_ones - EPSILON;
        y_distance_upper = y_upper_ones - y_midpoint_ones;
        y_distance_lower = y_midpoint_ones - y_lower_ones;
    end
    always_ff @(posedge clk or negedge reset) begin
        if (!reset) begin
            a_ones <= 0;
            y_ones <= 0;
            a_count <= 0;
            y_count <= 0;
            y <= 0;
            valid <= 0;
        end else begin
            if (y_count == INPUT_WIDTH) begin
                y <= 1'b0;
                valid <= 1'b0;
            end else begin
                if (ready) begin
                    a_ones <= a_ones + a;
                    a_count <= a_count + 1'b1;
                end
                if (|a_count) begin
                    if (y_midpoint_ones <= y_lower_ones) begin
                        y <= 1'b1;
                        y_ones <= y_ones + 1'b1;
                        valid <= 1'b1;
                        y_count <= y_count + 1'b1;
                    end else if (y_midpoint_ones >= y_upper_ones) begin
                        y <= 1'b0;
                        valid <= 1'b1;
                        y_count <= y_count + 1'b1;
                    end else if (y_distance_lower <= y_distance_upper) begin
                        y <= 1'b1;
                        y_ones <= y_ones + 1'b1;
                        valid <= 1'b1;
                        y_count <= y_count + 1'b1;
                    end else begin
                        y <= 1'b0;
                        valid <= 1'b1;
                        y_count <= y_count + 1'b1;
                    end
                end
            end
        end
    end
endmodule
```

## design/flow/config.mk

```make
export PLATFORM = sky130hd
export DESIGN_NAME = UnaryMultiplyTwo
export DESIGN_NICKNAME = UnaryMultiplyTwo
export VERILOG_FILES = /design/flow/design.v
export SDC_FILE = /design/flow/constraint.sdc
export NUM_CORES = 4
export LEC_CHECK = 1
export CORE_UTILIZATION = 50
```

==> notes.org <==
* Flow results

** Status
- Outcome :: finished, final reports clean

** Timing
- Final setup vio count :: 0
- Once routing completed, OpenROAD measured the worst setup slack at 0.427 ns.
- Final-report hold violation count :: 0
- On the final layout, the worst hold slack is 0.493 ns.
- Slew Limit Fails :: 0
- The worst pin sits at a relative slew slack of 73.2%.
- OpenROAD reports that the post-layout worst path occupies 91.6% of the period.
- Setup Skew :: 0.00234 ns
- For the pin with the worst max-slew slack, the measured transition is 0.402 ns.
- The routed design could run at a clock period as short as 4.67 ns.
- Setup repair after global routing left no endpoint under its margin.
- Setup TNS :: 0 ns
- Highest clock frequency the design can meet :: 214 MHz

** Floorplan
- Fraction of the core area occupied by cells at floorplan :: 52.7%
- The initialized floorplan defines 24 standard-cell rows.
- Core area :: 0.00438 sq mm
- The chip occupies 0.00489 sq mm.
- Per the OpenROAD floorplan log, the width of the die is 69.9 um.
- According to the I/O placement log, the pin count is 6.
- Die H :: 69.9 um

** Drt
- Ant. Diodes :: 0
- Summing over every cut layer, the via total after detailed routing is 1612.
- Summed over all layers, the routed wires come to 4220 um.
- Detail-routed net length per standard cell :: 14.1 um
- Mean number of vias per cell :: 5.39
- The pre-antenna-repair detailed-routing pass consisted of 4 iterations.
- DRC violations left :: 0
- Antenna Nets Post-Route :: 0
- DRT iter0 DRCs :: 77

** Setup path
- For this design, the slowest cell found on the critical path is sky130_fd_sc_hd__fa_1.
- Looking at the critical path, the highest net fanout was 5.
- Crit path required time :: 5.26 ns
- Worst path max stage delay :: 0.39 ns
- Critical path data arrival time :: 4.84 ns
- Crit-path most repeated cell :: sky130_fd_sc_hd__ha_1
- STA classifies the critical path startpoint as a flip-flop.
- Delay-heaviest family, CP :: adder cells
- Critical path capture point type :: flip-flop
- Kind of critical path :: reg2reg
- Together, buffers and inverters on the worst path number 4.

** Clocking
- TritonCTS built the clock tree.
- Bufs on Longest Clock Path :: 2
- Source-to-sink clock delay at the later pin of the worst-skew pair :: 0.27 ns
- After clock tree synthesis, the clock-pin slew on the worst setup and hold paths is 0.09 ns.
- Buffers inserted during clock tree synthesis total 3.
- Looking at the clock tree report, the H-tree level count equals 1.
- Clock root cell :: sky130_fd_sc_hd__clkbuf_8
- Hold buffer count at cts :: 0
- Clock sinks :: 26

** Logic synthesis
- Synthesis inferred 26 register bits.
- Synth Cell Area :: 0.00231 sq mm
- Number of enable-type register cells in the synthesized netlist :: 0
- Count of cell types in the netlist :: 42
- In the Yosys report, the sequential cells make up 28.2% of the chip area.
- The synthesis run shows the most used standard cells to be 43 x sky130_fd_sc_hd__ha_1, 32 x sky130_fd_sc_hd__inv_1, 27 x sky130_fd_sc_hd__xnor2_1.
- Proportion of synthesized flip-flops having asynchronous set or reset :: 100%
- Dividing the synthesized area by the synthesized cell count gives 9.74 sq um.
- Yosys reports that the leading cell type by area covers 28.2% of the netlist area.
- sky130_fd_sc_hd__ha_1 is the most common cell in the netlist.
- YS chip area :: 0.00231 sq mm
- Of all cell types, the one taking the most synthesized area is sky130_fd_sc_hd__dfrtp_1.
- Synthesis Warnings :: 1
- The synthesis report lists the most area-consuming cells as sky130_fd_sc_hd__dfrtp_1 28%, sky130_fd_sc_hd__ha_1 23%, sky130_fd_sc_hd__xnor2_1 10%.
- Looking at the cell usage after synthesis, the top flip-flop cell is sky130_fd_sc_hd__dfrtp_1.
- Number of cell instances after yosys synthesis :: 237
- The synthesized instance count is 237.

** Placed design
- At the end of routability-driven placement, the weighted congestion stood at 0.870.
- Port buffer count :: 5
- Summing all placed instances gives a cell area of 0.00243 sq mm.
- Placed wire-length estimate :: 3440 um
- At the placement stage, the worst setup path has a slack of 0.384 ns.

** Min path
- The worst hold path belongs to the class reg2reg.

** Global route
- Entering global routing, the biggest net connects 27 pins.
- The initial antenna violation count is 0.
- Global routing consumed, over all layers together, 20.2% of the routing resources.
- First-pass GRT wire length :: 7630 um
- The total overflow left after global routing is 0.
- The number of global-route vias before repair was 1599.

** Final layout
- Final design instance area without fill :: 0.00251 sq mm
- Combinational Area :: 0.00153 sq mm
- In the final layout, the fill cell count is 403.
- Per the layout area report, the register area comes to 651 sq um.
- Area overhead of the layout relative to synthesis :: 8.67%
- Fraction of layout instances using a drive strength above 1 :: 6.48%

** Job
- Number of warnings the tools reported :: 29
- Number of max-cap violations :: 0
## cells by family after synthesis
kind of cell	after synthesis	synth area share, %
flops	26	28.2
xor+xnor	36	13.7
compound gates	42	13.6
fa+ha+maj	46	25.9
buf+inv	34	5.58
simple gates	50	11.5
mux	3	1.63
## state kept, by name, indices dropped and copies added, names as in the netlist
name and flops:
a_count 6, a_ones 6, valid 1, y 1
y_count 6, y_ones 6
## final cells by class
class,instances,share of cell area [%]
multi-input cells,177,61.1
flip-flops and latches,26,25.9
inverters,33,4.94
repair buffers,7,2.59
well taps,52,2.59
clock buffers,3,1.65
clock inverters,1,1.20
## cell usage in the layout, fill, tap and decap left out, types with 2 or more instances in the layout
cell and n:
sky130_fd_sc_hd__clkbuf_8 3, sky130_fd_sc_hd__and3_1 3, sky130_fd_sc_hd__o21ai_0 5, sky130_fd_sc_hd__ha_1 43, sky130_fd_sc_hd__inv_1 32, sky130_fd_sc_hd__o21bai_1 3, sky130_fd_sc_hd__xor2_1 9, sky130_fd_sc_hd__a21oi_2 2
sky130_fd_sc_hd__buf_4 2, sky130_fd_sc_hd__nand4_1 11, sky130_fd_sc_hd__o21ai_1 3, sky130_fd_sc_hd__dfrtp_1 26, sky130_fd_sc_hd__xnor2_1 27, sky130_fd_sc_hd__nor2_1 8, sky130_fd_sc_hd__a21o_1 6, sky130_fd_sc_hd__nand3_1 3
sky130_fd_sc_hd__a21oi_1 11, sky130_fd_sc_hd__o21a_1 2, sky130_fd_sc_hd__clkdlybuf4s50_1 5, sky130_fd_sc_hd__nand2_1 14, sky130_fd_sc_hd__nor3_1 3, sky130_fd_sc_hd__fa_1 3
## layer usage
layer / up-vias / global-route usage (%) / part of all wire [%]
met5: - / 0 / 0
met4: 0 / 1.78 / 0.69
met1: 743 / 36.9 / 56
li1: 843 / - / -
met2: 24 / 27.8 / 41
met3: 2 / 1.90 / 2.7
## final timing paths
path | to | slack (ns) | from | cells after the start
worst min-delay path | y_ones[4]$_DFFE_PN0P_ | 0.49 | y_ones[4]$_DFFE_PN0P_ | 1
worst min register to register | y_ones[4]$_DFFE_PN0P_ | 0.49 | y_ones[4]$_DFFE_PN0P_ | 1
min in group asynchronous | a_count[0]$_DFFE_PN0P_ | 1.11 | reset | 2
max in group asynchronous | y_ones[5]$_DFFE_PN0P_ | 3.74 | reset | 2
worst max-delay path | y_ones[1]$_DFFE_PN0P_ | 0.43 | a_count[1]$_DFFE_PN0P_ | 25
worst max register to register | y_ones[1]$_DFFE_PN0P_ | 0.43 | a_count[1]$_DFFE_PN0P_ | 25
## per-stage QoR
step	std cells	util (%)
2_1_floorplan	237	-
3_3_place_gp	294	55.3
3_5_place_dp	294	55.3
4_1_cts	298	57.0
5_1_grt	299	57.2
6_report	299	57.2
## worst reg2reg max path, stage by stage (launching register included)
cell	delay, ns
sky130_fd_sc_hd__dfrtp_1	0.38
sky130_fd_sc_hd__inv_1	0.09
sky130_fd_sc_hd__ha_1	0.30
sky130_fd_sc_hd__ha_1	0.16
sky130_fd_sc_hd__inv_1	0.05
sky130_fd_sc_hd__fa_1	0.39
sky130_fd_sc_hd__inv_1	0.07
sky130_fd_sc_hd__a21o_1	0.11
sky130_fd_sc_hd__a21oi_1	0.07
sky130_fd_sc_hd__xnor2_1	0.19
sky130_fd_sc_hd__nand2_1	0.14
sky130_fd_sc_hd__nor2_1	0.12
sky130_fd_sc_hd__ha_1	0.30
sky130_fd_sc_hd__a21o_1	0.21
sky130_fd_sc_hd__a21oi_2	0.17
sky130_fd_sc_hd__o21bai_1	0.08
sky130_fd_sc_hd__a21oi_1	0.17
sky130_fd_sc_hd__xor2_1	0.20
sky130_fd_sc_hd__ha_1	0.27
sky130_fd_sc_hd__o21a_1	0.11
sky130_fd_sc_hd__a21oi_1	0.16
sky130_fd_sc_hd__o21ai_2	0.09
sky130_fd_sc_hd__a211oi_4	0.22
sky130_fd_sc_hd__buf_4	0.18
sky130_fd_sc_hd__nor2_4	0.05
sky130_fd_sc_hd__mux2_4	0.30
## repair_timing
| item | CTS | global route |
|---|---|---|
| hold endpoints to repair | 0 | 0 |
| resized | 0 | 1 |
| endpoints found under the setup margin | 0 | 5 |
| setup buffers | 0 | 1 |

[run.sh]
#!/bin/bash
# OpenROAD 26Q1-2900-gdf79404cd8, Yosys 0.63+post, stock flow scripts
make -C /OpenROAD-flow-scripts/flow DESIGN_CONFIG=/design/flow/config.mk WORK_HOME=/design/flow/orfs finish
[config.mk]
export PLATFORM = sky130hd
export DESIGN_NAME = UnaryMultiplier
export DESIGN_NICKNAME = UnaryMultiplier
export VERILOG_FILES = /design/flow/design.v
export SDC_FILE = /design/flow/constraint.sdc
export NUM_CORES = 4
export LEC_CHECK = 1
export CORE_UTILIZATION = 50
[constraint.sdc]
current_design UnaryMultiplier

set clk_period 14.7
set clk_io_pct 0.2

create_clock -name clk0 -period $clk_period [get_ports {clk}]

set non_clock_inputs [all_inputs -no_clocks]
set_input_delay [expr $clk_period * $clk_io_pct] -clock clk0 $non_clock_inputs
set_output_delay [expr $clk_period * $clk_io_pct] -clock clk0 [all_outputs]
[design.v]
module UnaryMultiplier
#(
    parameter INPUT_WIDTH = 32,
    parameter COUNT_WIDTH = $clog2(INPUT_WIDTH + 1),
    parameter EPSILON = 64
)
(
    input logic a,
    input logic b,
    input logic [1:0] ready,
    input logic clk,
    input logic reset,
    output logic valid,
    output logic y
);
    logic [(COUNT_WIDTH - 1):0] a_ones;
    logic [(COUNT_WIDTH - 1):0] b_ones;
    logic [(COUNT_WIDTH - 1):0] y_ones;
    logic [(COUNT_WIDTH - 1):0] a_count;
    logic [(COUNT_WIDTH - 1):0] b_count;
    logic [(COUNT_WIDTH - 1):0] y_count;
    logic [(COUNT_WIDTH - 1):0] a_upper_ones;
    logic [(COUNT_WIDTH - 1):0] b_upper_ones;
    logic [(COUNT_WIDTH - 1):0] a_lower_ones;
    logic [(COUNT_WIDTH - 1):0] b_lower_ones;
    logic [COUNT_WIDTH:0] y_upper_ones;
    logic [COUNT_WIDTH:0] y_lower_ones;
    logic [COUNT_WIDTH:0] y_midpoint_ones;
    logic [COUNT_WIDTH:0] y_ones_p_epsilon;
    logic [COUNT_WIDTH:0] y_ones_m_epsilon;
    logic [COUNT_WIDTH:0] y_distance_upper;
    logic [COUNT_WIDTH:0] y_distance_lower;
    logic [2*(COUNT_WIDTH - 1):0] y_prod_upper_ones;
    logic [2*(COUNT_WIDTH - 1):0] y_prod_lower_ones;
    always_comb begin
        a_upper_ones = INPUT_WIDTH - a_count + a_ones;
        a_lower_ones = a_ones;
        b_upper_ones = INPUT_WIDTH - b_count + b_ones;
        b_lower_ones = b_ones;
        y_prod_upper_ones = a_upper_ones * b_upper_ones;
        y_prod_lower_ones = a_lower_ones * b_lower_ones;
        y_upper_ones = y_prod_upper_ones >> (COUNT_WIDTH - 2);
        y_lower_ones = y_prod_lower_ones >> (COUNT_WIDTH - 2);
        y_midpoint_ones = (INPUT_WIDTH - y_count + (y_ones << 1'b1));
        y_ones_p_epsilon = y_midpoint_ones + EPSILON >= (INPUT_WIDTH << 1'b1) ? (INPUT_WIDTH) << 1'b1 : y_midpoint_ones + EPSILON;
        y_ones_m_epsilon = EPSILON >= y_midpoint_ones ? 0 : y_midpoint_ones - EPSILON;
        y_distance_upper = y_upper_ones - y_midpoint_ones;
        y_distance_lower = y_midpoint_ones - y_lower_ones;
    end
    always_ff @(posedge clk or negedge reset) begin
        if (!reset) begin
            a_ones <= 0;
            b_ones <= 0;
            y_ones <= 0;
            a_count <= 0;
            b_count <= 0;
            y_count <= 0;
            y <= 0;
            valid <= 0;
        end else begin
            if (y_count == INPUT_WIDTH) begin
                y <= 1'b0;
                valid <= 1'b0;
            end else begin
                if (ready[0]) begin
                    a_ones <= a_ones + a;
                    a_count <= a_count + 1'b1;
                end
                if (ready[1]) begin
                    b_ones <= b_ones + b;
                    b_count <= b_count + 1'b1;
                end
                if (|a_count || |b_count) begin
                    if (y_midpoint_ones <= y_lower_ones) begin
                        y <= 1'b1;
                        y_ones <= y_ones + 1'b1;
                        valid <= 1'b1;
                        y_count <= y_count + 1'b1;
                    end else if (y_midpoint_ones >= y_upper_ones) begin
                        y <= 1'b0;
                        valid <= 1'b1;
                        y_count <= y_count + 1'b1; 
                    end else if (y_ones_m_epsilon <= y_lower_ones && y_ones_p_epsilon < y_upper_ones) begin
                        y <= 1'b1;
                        y_ones <= y_ones + 1'b1;
                        valid <= 1'b1;
                        y_count <= y_count + 1'b1;
                    end else if (y_ones_p_epsilon >= y_upper_ones && y_ones_m_epsilon > y_lower_ones) begin
                        y <= 1'b0;
                        valid <= 1'b1;
                        y_count <= y_count + 1'b1;
                    end else if (y_ones_m_epsilon <= y_lower_ones && y_ones_p_epsilon >= y_upper_ones && y_distance_lower <= y_distance_upper) begin
                        y <= 1'b1;
                        y_ones <= y_ones + 1'b1;
                        valid <= 1'b1;
                        y_count <= y_count + 1'b1;
                    end else if (y_ones_m_epsilon <= y_lower_ones && y_ones_p_epsilon >= y_upper_ones && y_distance_lower >= y_distance_upper) begin
                        y <= 1'b0;
                        valid <= 1'b1;
                        y_count <= y_count + 1'b1;
                    end else begin
                        valid <= 1'b0;
                    end
                end
            end
        end
    end
endmodule
==> impl_metrics.py <==
# Flow results
metrics = {
    "worst_setup_path": {
        "cp.arrival_ns": 7.78,
        "cp-start-kind": "register",
        "reg2reg_from": "b_ones[1]$_DFFE_PN0P_",
        "worst_path_most_repeated_cell": "ha_1",
        "worstPathRequired_ns": 14.87,
        "end_kind": "register",
        "crit_fanout": 10,
        "critical_path_class": "reg2reg",
        "critPathLaunch": "b_ones[1]$_DFFE_PN0P_",
        "cp_slowest_stage_delay_ns": 0.54,
        "regToRegSetupSlack_ns": 7.09,
        "cp_slowest_cell": "fa_1",
    },
    "place": {
        "port_buffers": 7,
        "dp.final_hpwl_um": 8620,
        "place.gp.congestion": 0.853,
    },
    "final_layout": {
        "filler_cell_count": 915,
        "drive_gt1_frac": 0.0423,
        "flop_area_um2": 951,
        "layout_top_cells": "99 x ha_1, 83 x inv_1, 48 x nor2_1, 46 x xnor2_1, 38 x dfrtp_1",
        "synthToLayoutAreaGrowth_pct": 5.49,
        "mi_logic_area_mm2": 0.00401,
        "layout_top_cell": "ha_1",
    },
    "sta": {
        "maxSlewViolCount": 0,
        "hold_viol_final": 0,
        "setup_viol": 0,
        "holdWs_ns": 0.500,
        "slew_headroom": 0.550,
        "setup_tns_ns": 0,
        "fin_crit_sh": 0.517,
        "fin_skew_ns": 0.00946,
        "fmax_mhz": 131,
        "worst_pin_slew_ns": 0.670,
        "rsz0062_at_grt": "false",
        "min_period_ns": 7.61,
    },
    "global_route": {
        "grt_max_degree": 39,
        "grt.overflow.total": 0,
        "antenna_found_initial": 0,
        "grtUsageTotal": 0.216,
        "grt_pass1_vias": 3911,
        "grt_pass1_wl_um": 18600,
    },
    "clock_tree": {
        "cts_sinks": 38,
        "cts_tree": "yes",
        "hold_buffers": 0,
        "path_clk_slew_ns": 0.07,
        "h-tree-depth": 2,
        "clockRootBuffer": "clkbuf_8",
        "cts_made_buffers": 5,
        "clk_path_buf_depth": 2,
        "cts_setup_buffers": 0,
        "clk_latency_ns": 0.29,
        "cts_resized": 0,
    },
    "job": {
        "cap_violations": 0,
        "tool_warnings": 28,
    },
    "routing": {
        "dr.pass1.iters": 4,
        "antennaDiodeCount": 0,
        "wire_per_inst_um": 14.3,
        "drtIter0Drc": 158,
        "drtAntennaViolNets": 0,
        "vias": 3884,
        "viasPerCell": 5.34,
        "drt_wl_total_um": 10400,
        "drc": 0,
    },
    "min_path": {
        "min-delay-start": "y_ones[5]$_DFFE_PN0P_",
        "hold_path_class": "reg2reg",
    },
    "synth": {
        "yosysWarnings": 1,
        "syn-cell-area_mm2": 0.00531,
        "avgSynthCellArea_um2": 9.09,
        "ys_types": 54,
        "synth_flops": 38,
        "edf_count": 0,
        "synthArstFlopShare": 1.00,
        "ys_cells": 584,
        "syn_inst": 584,
        "postSynthSeqShare": 0.179,
        "yosysChipArea_mm2": 0.00531,
        "ff_type": "dfrtp_1",
    },
    "die": {
        "num_rows": 37,
        "die_w_um": 105,
        "chip_area_mm2": 0.0110,
        "die-height_um": 105,
        "io-pin-count": 8,
        "core-area_mm2": 0.0103,
        "initial_core_util": 0.514,
    },
    "status": {
        "status": "completed",
    },
}
[through the flow]
| stage | utilization | area, µm² | worst slack, ns | cells |
|---|---|---|---|---|
| global placement | 0.534 | 5520 | 7.20 | 720 |
| finish | 0.542 | 5600 | 7.09 | 727 |
| global route | 0.542 | 5600 | 6.47 | 727 |
| CTS | 0.542 | 5600 | 7.07 | 727 |
| floorplan | - | 5310 | 7.56 | 584 |
| detailed placement | 0.534 | 5520 | 7.06 | 720 |
[final timing paths]
check,to,cells after the start
setup / recovery,y_ones[1]$_DFFE_PN0P_,30
hold / removal,y_ones[5]$_DFFE_PN0P_,1
setup reg to reg,y_ones[1]$_DFFE_PN0P_,30
hold reg to reg,y_ones[5]$_DFFE_PN0P_,1
max in group asynchronous,a_ones[0]$_DFFE_PN0P_,2
min in group asynchronous,y$_DFFE_PN0P_,2
[layer usage]
| metal | routed length, µm | global-route usage |
|---|---|---|
| met5 | 0 | 0 |
| met4 | 70 | 0.0131 |
| met3 | 334 | 0.0356 |
| met2 | 4600 | 0.325 |
| met1 | 5370 | 0.356 |
[layout make-up]
class                      instances  share of cell area
multi-input combinational        455               0.717
sequential                        38               0.170
inverter                          83              0.0557
tap                              136              0.0304
clock buffer                       6              0.0130
timing repair buffer               8              0.0130
clock inverter                     1             0.00134
[worst max-delay path: cells and delay by family (launching register included)]
kind                     cells  cell delay [ns]
adder cells (fa/ha/maj)      9             3.37
XOR/XNOR                     2             0.31
multiplexers                 1             0.31
AND-OR/OR-AND                9             1.67
buffers and inverters        2             0.11
AND/OR/NAND/NOR              7             1.22
flip-flops                   1             0.48
[registers in the layout (all words and copies together) (netlist names)]
| register | cells |
|---|---|
| a_count | 6 |
| a_ones | 6 |
| b_count | 6 |
| b_ones | 6 |
| valid | 1 |
| y | 1 |
| y_count | 6 |
| y_ones | 6 |
[synthesized netlist by cell type, types with 2 or more instances]
master	n	area share
o21ai_0	15	0.014
fa_1	37	0.14
nor2_1	48	0.034
nor2b_1	6	0.0071
o22ai_1	2	0.0024
ha_1	99	0.23
a21oi_1	24	0.023
nand3_1	10	0.0094
o31ai_1	2	0.0028
or3_1	6	0.0071
a21boi_0	3	0.0042
o211ai_1	2	0.0028
o21bai_1	6	0.0085
or4b_1	2	0.0038
nand4_1	19	0.022
nor3_1	4	0.0038
and2_1	25	0.029
xnor2_1	46	0.076
inv_1	83	0.059
dfrtp_1	38	0.18
xor2_1	17	0.028
o21a_1	2	0.0028
clkbuf_1	7	0.0050
or2_2	5	0.0059
nor4_1	5	0.0059
a31o_2	2	0.0033
nand2_1	34	0.024
mux2_2	3	0.0064
a21o_1	7	0.0099
[logic make-up (layout without fill, tap and decap cells)]
kind of cell,Yosys count,in the layout,share of synthesized area
fa+ha+maj,136,136,0.373
compound gates,77,77,0.0983
mux,5,5,0.0111
buf+inv,91,98,0.0646
simple gates,172,172,0.165
flops,38,38,0.179
xor+xnor,64,64,0.108
other cells,1,1,0.000707
